<file path="flow/run.sh">
#!/bin/bash
# OpenROAD 26Q1-2900-gdf79404cd8, Yosys 0.63+post, stock flow scripts
make -C /OpenROAD-flow-scripts/flow DESIGN_CONFIG=/design/flow/config.mk WORK_HOME=/design/flow/orfs finish
</file>
<file path="flow/config.mk">
export PLATFORM = sky130hd
export DESIGN_NAME = syncFIFO
export DESIGN_NICKNAME = syncFIFO
export VERILOG_FILES = /design/flow/design.v
export SDC_FILE = /design/flow/constraint.sdc
export NUM_CORES = 4
export LEC_CHECK = 1
export CORE_UTILIZATION = 30
</file>
<file path="flow/constraint.sdc">
current_design syncFIFO

set clk_period 4.1
set clk_io_pct 0.2

create_clock -name clk0 -period $clk_period [get_ports {clk}]

set non_clock_inputs [all_inputs -no_clocks]
set_input_delay [expr $clk_period * $clk_io_pct] -clock clk0 $non_clock_inputs
set_output_delay [expr $clk_period * $clk_io_pct] -clock clk0 [all_outputs]
</file>
<file path="flow/design.v">
module syncFIFO
#(parameter SIZE = 16, parameter DATA_WIDTH = 4, parameter FALL_THROUGH = 1, localparam ADDR_WIDTH = $size(SIZE))
(
	input logic clk,
	input logic rst,
	input logic en,
	input logic rw,
	input logic[ADDR_WIDTH - 1 : 0] addr,
	input logic [DATA_WIDTH - 1 : 0] in,
	output logic empty,
	output logic full,
	output logic[DATA_WIDTH - 1 : 0] out
);
logic [DATA_WIDTH - 1 : 0] mem [0 : SIZE - 1];
logic [ADDR_WIDTH : 0] tailPtr;
logic [ADDR_WIDTH : 0] headPtr;
logic[DATA_WIDTH - 1 : 0] out_r;
logic[DATA_WIDTH - 1 : 0] out_t;
assign empty = tailPtr == headPtr;
assign full = tailPtr[ADDR_WIDTH - 1 : 0] == headPtr[ADDR_WIDTH - 1 : 0] && tailPtr[ADDR_WIDTH] != headPtr[ADDR_WIDTH];
assign out_t = empty ? 'b0 : mem[headPtr];
assign out = FALL_THROUGH ? out_t : out_r;
always_ff @(posedge clk or posedge rst)
begin
	if(rst)
	begin  
	for(int i = 0; i < SIZE; i++)
		mem[i] <= 'b0;
	tailPtr <= 0;
	headPtr <= 0;
	out_r <= 'b0;
        end
else
begin: run
	if(en)
	begin: enable
		if(rw)
		begin: write
			if(!full)
			begin 
			mem[tailPtr] <= in;
			tailPtr <= tailPtr + 1;
		end
	end
	else
	begin: read
		if(!empty)
		begin                          
		out_r <= mem[headPtr];
		headPtr <= headPtr + 1;
	end
end
	end
end
end
endmodule
</file>
==> notes.md <==
Physical implementation.

- The highest clock rate is between 200 and 300 MHz.
- In this run, synthesis inferred 0 flip-flops with an integrated enable.
- The final antenna diode tally reported by the flow is 0.
- Of all nets on the critical path, the largest fanout is 18.
- The chip occupies ~23000 um2.
- The class of the tightest hold or removal check is register to register.
- The skew report gives the latency at the later pin of the worst-skew pair as 0.42 ns.
- In this run the vertical extent of the chip is 151.7 um.
- The final timing report derives a shortest allowable period of 3.968 ns.
- According to the dpl log, the detail-placed design has an HPWL of 10360 um.
- Synthesis inferred 130 register bits.
- The core area is between 20000 and 25000 um2.
- On the final layout, the worst hold slack is 0.4903 ns.
- The data required time of the critical path is approximately 3.3 ns.
- In the post-route report, total wirelength is listed as roughly 15000 um.
- Per the gpl log, the routability congestion estimate is between 0.8 and 0.9.
- The width of the die is 151.7 um.
- For reference, the most critical setup path is categorized as register to primary output.
- In this run the power density over the cells is between 600 and 700 nW/um2.
- The worst-case reg-to-reg setup slack stands at roughly 1.0 ns.
- The final routed DRC violation total is 0.
- The switching share of power is 30.65%.
- The routed layout has 4582 vias.
- The aggregate global-route resource usage is 14.52%.
- The power report attributes to the clock group a share of 33.9%.
- Summing every instance area after synthesis gives 6725 um2.
- The cell at the root of the clock tree is sky130_fd_sc_hd__clkbuf_16.
- The sum of negative setup slack is 0 ns.
- The switching power of the nets is 1.466 mW.
- The cell-internal power is around 3.3 mW.
- The worst VDD IR drop from the latest analysis is 0.4748 mV.
- The wire length per cell after detailed routing is 17.21 um.
- The TritonCTS clock tree is built.
- In the final run the clock tree shows a worst skew of 0.01317 ns.
- The cell leakage power is ~3.5 nW.
- The CTS clock-pin slew for the worst setup and hold paths is about 0.07 ns.
- The report lists the number of standard-cell rows as 54.
- Synthesis instantiated 52 different standard cells from the library.
- The signal arrival time at the worst endpoint is 3.15 ns.
- The endpoint type of the worst setup path is a primary output.
- Counting the buffers created by CTS gives 17.
- The post-synthesis sequential area ratio is 48.37%.
- The number of top-level design ports is 46.
- The fraction of layout instances using a drive strength above 1 is 21.04%.
- Looking at the max-slew report, the worst-margin pin has a slew of 0.7537 ns.
- Once the floorplan was initialized, standard cells occupied 30.72% of the core.
- By area the synthesized netlist is led by sky130_fd_sc_hd__dfrtp_1 48%, sky130_fd_sc_hd__mux2_2 9.9%, sky130_fd_sc_hd__xor2_1 6.6%.
- The initial antenna violation count is 0.
- The number of standard cells reported by yosys is 588.
- The first-pass detailed-route iteration total is 7.
- The biggest area contributor in the post-synthesis netlist is sky130_fd_sc_hd__dfrtp_1.
- Setup repair after global routing left no endpoint under its margin.
- Once iteration 0 of detailed routing completed, the report listed 295 DRC markers.
- The share of synthesized registers carrying an async set or reset is 100.0%.
- The average cell area after synthesis is approximately 11 um2.
- The final timing report lists a max-slew violation count of 0.
- Per the post-synthesis report, the number of cells in the design is between 500 and 600.
- The stage logs contain a warning count of about 63.
- The number of hold violations in the final report is 0.
- The number of maximum-capacitance constraint violations is 0.
- In this run the critical path is formed by xnor2_1, nand4_1, nor4_4, and3_1, a211oi_1, clkdlybuf4s50_1.
- The logic gate share of total power is 27.0%.
- The total of hold buffers inserted after clock tree synthesis is 0.
- The setup-violating endpoint count in the final report is 0.
- The global-route wire length before repair is between 20000 and 25000 um.
- The synthesis log from Yosys contains 2 warnings.
- The number of clock sinks seen by CTS is approximately 130.
- The number of global-route vias before repair is 4479.
- The flow ran to the end, and the final reports show no timing, DRC or antenna violations.
- Per report_power, the sequential group accounts for 39.1% of the total.
- The top cell type by area accounts for 48.37% of the synthesized area.
- The area added between synthesis and finish is 16.00%.
- The global route stage reports its total congestion overflow as 0.
- The worst pin sits at a relative slew slack of 49.11%.
- Per the CTS log, the maximum H-tree level is 4.
- The buffer_ports step reported a buffer count of 13.
- In the finished design, the share of the clock period the worst path needs comes to 96.78%.
- In this run the deepest clock path goes through 2 buffers.
- In this run the remaining antenna-violating nets after routing total 0.
- After detailed routing, the number of vias per cell comes to 5.131.
- The chip area line in the Yosys stat output reads 6725 um2.
- The pin count of the biggest net entering global routing is 40.
- The prevailing post-synth register cell is sky130_fd_sc_hd__dfrtp_1.
- The kind of start point of the critical path is a register.
- For this run, the slowest stage of the critical path takes 0.84 ns.
- Counting the fill cells in the layout gives 2170.
- The cell with the biggest individual delay on the critical path is sky130_fd_sc_hd__dfrtp_1.
## metrics by stage
step	instance area, um2	power [mW]	utilization (%)	setup WS [ns]	cells
after floorplan	6729	2.722	-	1.442	588
after global placement	7157	3.141	32.69	0.5048	862
after detailed placement	7157	3.153	32.69	0.5199	862
after CTS	7785	4.801	35.56	0.05128	893
after global routing	7801	5.053	35.64	0.004941	893
final	7801	4.783	35.64	0.1318	893
## flip-flops by register name, summed over array words and instances, names as in the netlist
register,flops
headPtr,33
mem,64
tailPtr,33
## power by group through the flow
stage / sequential [mW] / combinational [mW] / clock [mW]
final: 1.87 / 1.29 / 1.62
after global routing: 1.92 / 1.42 / 1.71
after CTS: 1.87 / 1.28 / 1.65
## worst paths after layout
| kind | startpoint | to | cells after the start |
|---|---|---|---|
| max | headPtr[2] | out[3] | 6 |
| min | mem[0][2] | mem[0][2] | 1 |
| max reg2reg | headPtr[2] | mem[13][1] | 6 |
| min reg2reg | mem[0][2] | mem[0][2] | 1 |
| max in group asynchronous | rst | tailPtr[26] | 3 |
| min in group asynchronous | rst | mem[8][0] | 2 |
## cells in the mapped netlist (all sizes together), types with 9 or more instances
library cell	number
and2	9
nand3	40
clkbuf	15
nand4	17
mux2	67
nand2	31
inv	11
xnor2	47
nor4	24
and3	19
xor2	51
nor3	18
nor2	18
buf	15
dfrtp	130
## area by class of cell
class	instances	area [um2]	share of cell area (%)
Timing Repair Buffer	24	212.7	2.727
Clock inverter	14	202.7	2.598
Sequential cell	130	3253	41.70
Inverter	11	45.04	0.5774
Tap cell	280	350.3	4.491
Clock buffer	17	425.4	5.453
Multi-Input combinational cell	417	3312	42.45
## cells in the final DEF (no fill, tap or decap), drive strengths merged, types with 3 or more instances in the layout
cell           count
inv               14
clkinv             5
and4               8
nand4             17
a222oi             5
buf               11
clkdlybuf4s50     13
bufinv             4
a22o               7
a22oi              3
clkbuf            17
nor4              24
or3                3
ha                 8
a21oi              3
a221oi             8
nor4b              5
xnor2             47
and3              19
nand3             40
mux2              67
o21ai              3
xor2              51
nand2             31
mux2i              3
nor2              18
nor2b              3
and2               9
nor3              18
dfrtp            130
## what timing repair did
action	CTS	global route
setup buffers	0	0
gates resized	0	6
endpoints found under the setup margin	0	3
## worst max-delay path, delay by kind of cell (launching register included)
| family | cells | cell delay (ns) |
|---|---|---|
| DFF | 1 | 0.84 |
| and+or+nand+nor | 3 | 1.13 |
| AOI/OAI and AO/OA | 1 | 0.12 |
| xor gates and xnor gates | 1 | 0.21 |
| buffers and inverters | 1 | 0.44 |
## metal layers
layer	vias up	track usage [%]	wire, um
met2	101	21.84	6852
met3	16	3.084	673
li1	2165	-	-
met5	-	0	0
met1	2300	22.76	7670
met4	0	1.535	175
## kinds of logic (layout without fill, tap and decap cells)
logic type / count (synthesis) / count (layout) / synth area share, %
and+or+nand+nor: 203 / 203 / 17.82
DFF: 130 / 130 / 48.37
xor gates and xnor gates: 98 / 98 / 12.76
muxes: 72 / 72 / 12.56
buffers and inverters: 41 / 66 / 2.716
AOI/OAI and AO/OA: 36 / 36 / 4.279
adders and majority gates: 8 / 8 / 1.488
No activity file was given, so power comes from the tool's default toggle rates.
