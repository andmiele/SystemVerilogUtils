==> design/flow/run.sh <==
#!/bin/bash
# OpenROAD 26Q1-2900-gdf79404cd8, Yosys 0.63+post, stock flow scripts
make -C /OpenROAD-flow-scripts/flow DESIGN_CONFIG=/design/flow/config.mk WORK_HOME=/design/flow/orfs finish
==> design/flow/config.mk <==
export PLATFORM = sky130hd
export DESIGN_NAME = sram
export DESIGN_NICKNAME = sram
export VERILOG_FILES = /design/flow/design.v
export SDC_FILE = /design/flow/constraint.sdc
export NUM_CORES = 4
export LEC_CHECK = 1
export CORE_UTILIZATION = 30
==> design/flow/constraint.sdc <==
current_design sram

set clk_period 1.7
set clk_io_pct 0.2

create_clock -name clk0 -period $clk_period [get_ports {clk}]

set non_clock_inputs [all_inputs -no_clocks]
set_input_delay [expr $clk_period * $clk_io_pct] -clock clk0 $non_clock_inputs
set_output_delay [expr $clk_period * $clk_io_pct] -clock clk0 [all_outputs]
==> design/flow/design.v <==
module sram
#(parameter SIZE = 16, parameter DATA_WIDTH = 4, localparam ADDR_WIDTH = $size(SIZE))
(
	input logic clk,
	input logic rst,
	input logic en,
	input logic rw,
	input logic[ADDR_WIDTH - 1 : 0] addr,
	input logic [DATA_WIDTH - 1 : 0] in,
	output logic[DATA_WIDTH - 1 : 0] out
);
logic [DATA_WIDTH - 1 : 0] mem [0 : SIZE - 1];
always_ff @(posedge clk or posedge rst)
begin
	if(rst)
	begin: reset  
	for(int i = 0; i < SIZE; i++)
		mem[i] <= 'b0;
        out <= 'b0;
        end
else
begin: run
	if(en)
	begin: enable
		if(rw)
		begin: write
			mem[addr] <= in;
		end
		else
		begin: read
			out <= mem[addr];
		end
	end
end
end
endmodule
==> flow_summary.yaml <==
# generated from flow reports
timing:
  fmax_mhz: 585
  slew_violations: 0
  worstMarginPinSlew_ps: 470
  setup_tns_ps: -8.96
  finalSetupViolCount: 1
  period_used_share: 1.01
  relSlewSlack: 0.684
  skew_ps: 4.89
  hold_viol: 0
  rsz0062_at_grt: "true"
  min_period_ps: 1710
  setup_slack_ps: -8.96
final_layout:
  syn_to_final_growth_pct: 32.8
  n_fill_cell: 975
  mi_logic_area_sq_um: 1690
  regArea_sq_um: 1700
  drive_above_1_share: 0.466
detailed_routing:
  post-route-drc-count: 0
  wl_um: 8520
  drt_iter0_drc: 114
  num_vias: 2429
  drtPass1Iterations: 4
  antenna_cells: 0
  ant_nets: 0
  wl_per_cell_um: 18.2
  vias_per_cell: 5.19
global_route:
  grt_use_met1: 0.245
  grt_pass1_wl_um: 14000
  grt_overflow_total: 0
  gr-usage-all-layers: 0.160
  grt.busiest_layer: "met1"
  grt_max_degree: 47
  first_global_vias: 2510
  use_met2: 0.237
  grt_antenna_before_repair: 0
  grtUsageMet3: 0.0436
logic_synthesis:
  postSynthSeqShare: 0.501
  synth_warnings: 2
  ys_area_sq_um: 3400
  syn_inst: 266
  edf_count: 0
  synth_cell_types: 48
  synth_flops: 68
  ys.flop_type: "dfrtp_1"
  syn_avg_cell_area_sq_um: 12.8
  postSynth.asyncResetShare: 1.00
  syn-cell-area_sq_um: 3400
  synth_stat.cells: 266
pwr:
  power.density_cell_area_nw_per_um2: 1060
  power.total_mw: 4.77
  p_leak_nw: 1.96
  ir_worst_vdd_mv: 0.572
floorplanning:
  die_y_um: 108
  rows: 38
  die_w_um: 108
  ioPinCount: 44
  dieArea_sq_um: 11800
  core_region_area_sq_um: 10900
  fp-utilization: 0.311
placed_design:
  port_buffers: 15
  place.gp.congestion: 0.872
  pre_cts_slack_ps: -504
  dp_hpwl_um: 5450
critical_path:
  crit_type: "in2reg"
  worst_ep_required_time_ps: 1900
  reg2reg_slack_ps: 130
  r2r-end: "out[3]"
  r2r-start: "mem[8][3]"
  end_kind: "flop"
  cp-start-kind: "input port"
  r2r_cells: 5
  crit_arrival_ps: 1910
  path_max_fanout: 9
status:
  violations: "negative setup slack"
  status: "finished with violations"
clocking:
  cts_max_path_buffers: 2
  htree_levels: 3
  clk_latency_ps: 330
  cts_tree: "yes"
  cts_root_buf: "clkbuf_16"
  path_clk_slew_ps: 60
  cts.sinks: 68
  numCtsBuffers: 9
job:
  max_cap_viol_count: 0
  tool_warnings: 54
worst_hold_path:
  hold_class: "in2async"
-- Yosys cell counts, drive strengths merged, types with 4 or more instances --
master,n,area [sq um]
dfrtp,68,1700
mux2,65,766
nor2,19,93.8
buf,14,95.1
a21oi,9,45.0
nand2,8,32.5
a32oi,6,52.6
mux2i,6,60.1
nand3,6,35.0
a22o,5,43.8
clkbuf,5,18.8
o22ai,5,31.3
a221oi,4,35.0
nand4,4,31.3
nor2b,4,27.5
nor3b,4,35.0
-- placed cells by master, fill, tap and decap left out, types with 2 or more instances in the layout --
cell             Yosys  final
mux2_2              49     48
nor3b_2              1      2
a21oi_1              9      9
mux2_1               7      7
nand3_1              5      4
a22o_1               5      5
a311o_1              3      3
nor2b_1              3      2
a221oi_1             4      3
dlygate4sd2_1        0      5
clkinvlp_4           0      4
or4_4                0      2
a32oi_1              6      6
nor2_1              10      9
buf_12               0      5
nand3b_1             3      3
nand4_1              3      3
clkdlybuf4s50_1      0      9
dfrtp_1             68     68
o22ai_1              5      5
nand2_1              7      6
and2b_1              2      2
mux2i_1              6      6
mux2_4               9     10
o2bb2ai_1            3      3
nand2_2              1      2
nor2_2               9      2
o21ai_1              2      2
nand2b_1             2      2
bufbuf_16            0      2
nor2_4               0      8
a211oi_1             3      2
buf_4                5     43
clkbuf_16            0      9
nor3b_1              3      2
inv_6                0      2
-- timing repair --
item                       4_1_cts  5_1_grt
hold endpoints to repair         0        0
pin swaps                        8        2
resized                         21        7
setup endpoints to repair       68       24
hold buffers                     0        0
gates cloned                     2        0
setup buffers                    9        1
-- cell type report --
class	instances	share of cell area
Sequential cell	68	0.377
Multi-Input combinational cell	177	0.374
Timing Repair Buffer	65	0.141
Clock buffer	9	0.0499
Tap cell	140	0.0388
Clock inverter	7	0.0166
Inverter	2	0.00250
-- stage by stage --
stage,cells,cell area (sq um),hold WS (ps),util
floorplan,266,3400,458,-
global placement,440,3960,476,0.362
detailed placement,440,3960,480,0.362
CTS,467,4460,463,0.408
global route,468,4510,478,0.412
finish,468,4510,436,0.412
-- per-layer routing --
metal / wire length, um / vias to the layer above / share of wire
met5: 0 / - / 0
met4: 129 / 0 / 0.015
met3: 574 / 11 / 0.067
met2: 3760 / 82 / 0.44
met1: 4060 / 1223 / 0.48
li1: - / 1113 / -
-- worst max-delay path by stage --
| stage | slack [ps] | end | startpoint |
|---|---|---|---|
| 4_1_cts | 20 | mem[3][2] | en |
| 5_1_grt | -80 | out[3] | addr[0] |
| 6_report | -9 | out[3] | addr[0] |
-- power by group --
| group | total [mW] | internal [mW] | switching, mW |
|---|---|---|---|
| Combinational | 0.810 | 0.477 | 0.333 |
| Clock | 1.85 | 1.14 | 0.711 |
| Sequential | 2.11 | 1.93 | 0.182 |
| Total | 4.77 | 3.55 | 1.23 |
-- cell families after synthesis --
family,synth area share
DFF,0.501
muxes,0.243
buffers and inverters,0.0357
and+or+nand+nor,0.113
AOI/OAI and AO/OA,0.107
-- state kept, by name, indices dropped and copies added, names as in the netlist --
signal and flops:
mem 64, out 4
-- critical path, stage by stage --
cell	delay, ps
dlygate4sd2_1	280
buf_12	160
buf_4	150
nor2b_2	180
a22o_1	240
a22o_1	210
a2111oi_4	220
a21oi_1	110
Power is estimated from default activity; no workload was simulated.
