File: /design/flow/run.sh
#!/bin/bash
# OpenROAD 26Q1-2900-gdf79404cd8, Yosys 0.63+post, stock flow scripts
make -C /OpenROAD-flow-scripts/flow DESIGN_CONFIG=/design/flow/config.mk WORK_HOME=/design/flow/orfs finish
File: /design/flow/config.mk
export PLATFORM = sky130hd
export DESIGN_NAME = sramDualRW
export DESIGN_NICKNAME = sramDualRW
export VERILOG_FILES = /design/flow/design.v
export SDC_FILE = /design/flow/constraint.sdc
export NUM_CORES = 4
export LEC_CHECK = 1
export CORE_UTILIZATION = 40
File: /design/flow/constraint.sdc
current_design sramDualRW

set clk_period 4.8
set clk_io_pct 0.2

create_clock -name clk0 -period $clk_period [get_ports {clk}]

set non_clock_inputs [all_inputs -no_clocks]
set_input_delay [expr $clk_period * $clk_io_pct] -clock clk0 $non_clock_inputs
set_output_delay [expr $clk_period * $clk_io_pct] -clock clk0 [all_outputs]
File: /design/flow/design.v
module sramDualRW
#(parameter SIZE = 16, parameter WIDTH = 4, localparam ADDR_WIDTH = $size(SIZE))
(
	input logic clk,
	input logic rst,
	input logic en,
	input logic r1,
	input logic r2,
	input logic w,
	input logic[ADDR_WIDTH - 1 : 0] r1Addr,
	input logic[ADDR_WIDTH - 1 : 0] r2Addr,
	input logic[ADDR_WIDTH - 1 : 0] wAddr,
	input logic [WIDTH - 1 : 0] in,
	output logic[WIDTH - 1 : 0] out1,
	output logic[WIDTH - 1 : 0] out2
);
logic [WIDTH - 1 : 0] mem [0 : SIZE - 1];
always_ff @(posedge clk)
begin
	if(rst)
	begin: reset  
	for(int i = 0; i < SIZE; i++)
		mem[i] <= 'b0;
        out1 <= 'b0;
        out2 <= 'b0;
        end
else
begin: run
	if(en)
	begin: enable
		if(w)
		begin: write
			mem[wAddr] <= in;
		end
		if(r1)
		begin: read1
			out1 <= mem[r1Addr];
		end
		if(r2)
		begin: read2
			out2 <= mem[r2Addr];
		end
	end
end
end
endmodule
==> reports/qor.yml <==
status:
  outcome: "finished clean"
setup_path:
  max_stage_delay_ps: 620
  worst_path_max_delay_cell: "sky130_fd_sc_hd__clkdlybuf4s50_1"
  critical_path.startpoint_type: "input port"
  crit_fanout: 11
  cp-startpoint: "rst"
  arrival_ps: 3100
  regToRegStartpoint: "mem[7][0]$_SDFFCE_PN0P_"
  worst-endpoint-required_ps: 4850
  critical_path.cell_chain: "clkdlybuf4s50_1 -> nor2b_1 -> nand4b_1 -> nor3_1 -> or2_2"
  worstSetupPathType: "input port to flip-flop"
  cp-end-kind: "flip-flop"
  worst_path_dominant_cell_family: "simple AND/OR/NAND/NOR gates"
  worstPathBufferInverterCount: 1
cts:
  postCtsSetupRepairBufs: 0
  clock_sinks: 72
  clk_root_buffer_cell: "sky130_fd_sc_hd__clkbuf_8"
  ctsLongestPathBuffers: 2
  clock.latency.late_pin_ps: 340
  cts_tree: "built"
  cts_htree_levels: 3
  postCtsResizedCells: 0
  cts_buffers: 9
  cts_hold_buf: 0
  clk_pin_slew_ps: 70
synth:
  enable_flop_cells: 64
  synthDistinctLibCells: 29
  ys_warn_count: 1
  post-synth-top-area-fraction_pct: 48.6
  synth.ff_latch_count: 72
  netlist_instances: 263
  ff_type: "sky130_fd_sc_hd__edfxtp_1"
  ys_cells: 263
  ys_chip_area_mm2: 0.00395
  netlist_area_mm2: 0.00395
  area_leaders: "sky130_fd_sc_hd__edfxtp_1 49%, sky130_fd_sc_hd__mux4_1 16%, sky130_fd_sc_hd__and2_1 10%"
  yosysSeqAreaShare_pct: 52.7
  top_area_cell: "sky130_fd_sc_hd__edfxtp_1"
  avgSynthCellArea_um2: 15.0
  synth-async-reset-ratio_pct: 0
die:
  fp.coreArea_mm2: 0.00942
  chipArea_mm2: 0.0103
  top_level_ports: 114
  dieWidth_um: 101
  die_height_um: 101
  row_count: 35
  initial_utilization_pct: 42.0
power:
  max-vdd-ir-drop_v: 0.000116
  total_power_mw: 1.35
  p_per_area_mw_per_mm2: 301
  static_leak_nw: 1.60
route:
  vias_per_cell: 5.37
  route.final.wire_length_um: 8300
  dr_total_vias: 2273
  drt_wl_cell_um: 19.6
  num_antenna_cells: 0
  drtPass1Iterations: 3
  dr.first_iter.drc_count: 44
  route.detailed.drc: 0
  antenna_violating_nets_post_route: 0
final_layout:
  most-common-layout-cells: "64 x sky130_fd_sc_hd__and2_1, 64 x sky130_fd_sc_hd__edfxtp_1, 29 x sky130_fd_sc_hd__clkdlybuf4s50_1"
  layout-area-overhead-vs-synth_pct: 13.9
  drive_gt1_share_pct: 16.3
  final_core_utilization_pct: 47.8
sta:
  skew_ps: 5.57
  report.final.hold_viol_count: 0
  layout_min_cycle_time_ps: 3050
  final-setup-viol-count: 0
  layout_worst_path_cycle_share_pct: 63.5
  maxSlewHeadroom_pct: 46.9
  finalSetupTns_ps: 0
  tightest_slew_ps: 794
  fin_hold_ws_ps: 492
  achievable-frequency_mhz: 328
  rsz0062_at_grt: "no"
  final_max_slew_viol_count: 0
global_routing:
  grt_pass1_vias: 2317
  grt_overall_usage_pct: 18.7
  grt_first_pass_wirelength_um: 12900
  grt_start_max_net_pins: 17
  antenna_found_initial: 0
  globalRoute.totalOverflow: 0
worst_hold_path:
  min-delay-start: "out1[2]$_SDFFE_PP0P_"
  hp-class: "flip-flop to flip-flop"
placed_design:
  dp_hpwl_um: 6010
  buffer_ports.inserted: 29
  gpl.final_weighted_congestion: 0.806
run:
  max_cap_violations: 0
  warnings: 109
==> registers in the layout (all words and copies together), names as in the netlist <==
signal  cells
mem        64
out1        4
out2        4
==> cells by family after synthesis <==
kind of cell | Yosys count | share of synthesized area [%]
simple gates | 109 | 16.5
flops | 72 | 52.7
mux | 48 | 25.0
compound gates | 18 | 3.04
buf+inv | 16 | 2.79
==> power breakdown <==
group	internal, mW	switching [mW]	total (mW)	leakage [nW]
clock	0.235	0.224	0.459	0.0948
sequential	0.716	0.0210	0.737	0.674
combinational	0.0899	0.0689	0.159	0.833
==> cell usage after synthesis, types with 3 or more instances <==
library cell,instances
sky130_fd_sc_hd__a22oi_1,6
sky130_fd_sc_hd__mux2_2,6
sky130_fd_sc_hd__nor2_1,12
sky130_fd_sc_hd__mux2i_1,8
sky130_fd_sc_hd__mux4_1,24
sky130_fd_sc_hd__nand2b_1,3
sky130_fd_sc_hd__mux4_2,8
sky130_fd_sc_hd__dfxtp_1,8
sky130_fd_sc_hd__nor3_1,4
sky130_fd_sc_hd__edfxtp_1,64
sky130_fd_sc_hd__or2_2,12
sky130_fd_sc_hd__and2_1,64
sky130_fd_sc_hd__or2_1,4
sky130_fd_sc_hd__o21ai_1,8
sky130_fd_sc_hd__clkbuf_1,8
==> cell type report <==
type	instances	area, µm²
Multi-Input combinational cell	175	1760
Timing Repair Buffer	32	313
Fill cell	816	4910
Tap cell	129	161
Sequential cell	72	2080
Clock inverter	6	61.3
Clock buffer	9	124
==> final timing paths <==
path / end / slack [ps] / cells past startpoint
setup reg to reg: out1[0]$_SDFFE_PP0P_ / 3170 / 4
setup / recovery: mem[2][2]$_SDFFCE_PN0P_ / 1750 / 5
hold / removal: out1[2]$_SDFFE_PP0P_ / 490 / 2
hold reg to reg: out1[2]$_SDFFE_PP0P_ / 490 / 2
==> tightest hold or removal path, stage by stage, from the launching register on <==
cell                      delay, ps
sky130_fd_sc_hd__dfxtp_1        330
sky130_fd_sc_hd__a22oi_1         60
sky130_fd_sc_hd__o21ai_1         60
==> per-stage QoR <==
stage	instance area, µm²	worst slack (ps)	std cells
detailed placement	4320	1480	408
global route	4500	1620	423
floorplan	3950	2460	263
CTS	4500	1840	423
finish	4500	1750	423
global placement	4320	1560	408
==> metal layers <==
metal	part of all wire, %	up-vias	track usage (%)
met3	9.7	6	9.03
met4	0.88	0	1.56
met1	48	1108	31.0
met5	0	-	0
met2	42	82	25.4
li1	-	1077	-
Power is estimated from default activity; no workload was simulated.
